===== /design/flow/design.v =====
module fibonacci_gen (
    input clk,
    input reset,
    output reg [31:0] fib
);
    reg [31:0] a, b;
    always @(posedge clk or posedge reset) begin
        if (reset) begin
            a <= 0;
            b <= 1;
            fib <= 0;
        end else begin
            fib <= a + b;
            a <= b;
            b <= fib;
        end
    end
endmodule

===== /design/flow/run.sh =====
#!/bin/bash
# OpenROAD 26Q1-2900-gdf79404cd8, Yosys 0.63+post, stock flow scripts
make -C /OpenROAD-flow-scripts/flow DESIGN_CONFIG=/design/flow/config.mk WORK_HOME=/design/flow/orfs finish

===== /design/flow/config.mk =====
export PLATFORM = sky130hd
export DESIGN_NAME = fibonacci_gen
export DESIGN_NICKNAME = fibonacci_gen
export VERILOG_FILES = /design/flow/design.v
export SDC_FILE = /design/flow/constraint.sdc
export NUM_CORES = 4
export LEC_CHECK = 1
export CORE_UTILIZATION = 50

===== /design/flow/constraint.sdc =====
current_design fibonacci_gen

set clk_period 10.3
set clk_io_pct 0.2

create_clock -name clk0 -period $clk_period [get_ports {clk}]

set non_clock_inputs [all_inputs -no_clocks]
set_input_delay [expr $clk_period * $clk_io_pct] -clock clk0 $non_clock_inputs
set_output_delay [expr $clk_period * $clk_io_pct] -clock clk0 [all_outputs]

==> run notes <==
impl run done, here's what came out: Tool Warnings=25, Compound Share, Synth=0.176, Slew @ Worst Pin=0.708 ns, GRT Overall Usage=0.191, number of synthesis warnings=1, Root Driver=clkbuf_8, Cell Pwr Density=122 mW/mm^2, RSZ-0062 raised after global routing=no, Async SR Flop Fraction=1.00, cell count after synthesis=372, clock share of power=0.372, first-pass GRT wire length=13.1 mm, share of cells above drive strength 1=0.0801, Final Max Slew Viols=0, Final TNS setup=0 ns, Worst Skew=0.0109 ns, I/O pins=34, CTS Hold Buffers Added=0, max capacitance violation total=0, pin count of the biggest net entering global routing=62, critical path's top delay family=buffers and inverters, P_int=470 uW, Worst VDD drop=74.9 uV, CP Launch Type=register, area growth from synthesis to layout=12.9%, Worst Path Buf+Inv=1, Post-CTS Setup Bufs=0, Top cell excl fill/tap=dfrtp_1, Residual DRC=0, Post-Synthesis Cell Area=0.00445 mm^2, minimum clock period=3.25 ns, Clock Path Buffers=2, Max transition margin=0.528, MUX share of area=0.0115, clock tree sinks=96, Logic pwr share=0.012, Fillers=746, Flops after synth=96, Worst-path clk slew=0.09 ns, Slowest cell on crit path=clkdlybuf4s50_1, placer congestion estimate=0.917, DP HPWL=5.66 mm, sequential power share=0.616, critical path arrival=1.19 ns, CP max FO=2, CP endpoint kind=output port, number of CTS-inserted buffers=9, grt total ovfl=0, crit path kind=reg2out, H-tree Lvls=3, fmax=0.307 GHz, Post-synth EDFFs=0, final non-filler cell total=520, Die Width=96.4 um, cts repair resizes=0, Psw=142 uW, initial core utilization=0.513, Crit path largest cell delay=0.47 ns, adder share=0.0916, CP cell instances=clkdlybuf4s50_1, vias per cell=5.56, final WL=7.73 mm, Primary FF master, synth=dfrtp_1, chip area=0.00929 mm^2, starting DRC count in detailed routing=106, placed insts=504, floorplan core area=0.00868 mm^2, leak pwr=2.56 nW, vias in the first global route=2722, Row Count=34, Hold Crit Class=reg2reg, Worst EP required=8.24 ns, port bufs=33, Final Hold Violating Endpoints=0, die height=96.4 um, Seq/Total Area, Yosys=0.540, xor/xnor share=0.0452, number of antenna diodes=0, initial antenna violation count=0, Top logic family=AND-OR/OR-AND gates, Tcrit/Tclk final=0.316, first drt pass iteration count=4, clk latency of the worst-skew pair=0.36 ns, Top Layout Cells=dfrtp_1, clkdlybuf4s50_1, ha_1, Final ANT Viol Nets=0, yosys synthesis chip area=0.00445 mm^2, switch share=0.232, Unique masters post-synth=68, detailed-route via count=2891, yosys simple share=0.106, status=finished, final reports clean, ys cells=372, average instance area after synthesis=12.0 um^2, CTS tree=done, Final setup viols=0, routed length per instance=14.9 um
==> state kept, by name (all words and copies together) (netlist names) <==
signal	flops
fib	32
b	32
a	32
==> final timing paths <==
check                        start       to  slack [ns]  cells past startpoint
setup reg to reg              b[0]  fib[30]        7.62                      8
setup / recovery           fib[25]  fib[25]        7.05                      1
max in group asynchronous    reset     b[0]        7.21                      3
min in group asynchronous    reset     b[9]        2.17                      2
hold / removal             fib[31]    b[31]        0.38                      0
hold reg to reg            fib[31]    b[31]        0.38                      0
==> power by group through the flow <==
stage	combinational (mW)	sequential (mW)	clock, mW
after CTS	0.00811	0.377	0.240
after global routing	0.00917	0.377	0.254
final	0.00740	0.377	0.228
==> routing by layer <==
metal	vias up	part of all wire	routed length [um]	global-route usage
met2	35	0.43	3300	0.271
li1	1443	-	-	-
met4	0	0.0096	74	0.0184
met3	5	0.035	268	0.0382
met5	-	0	0	0
met1	1408	0.53	4080	0.329
==> stage by stage <==
stage | setup WS [ns] | utilization | power (mW) | cell area, um^2 | hold slack (ns)
2_1_floorplan | 5.74 | - | 0.390 | 4450 | 0.331
3_3_place_gp | 6.75 | 0.558 | 0.392 | 4840 | 0.354
3_5_place_dp | 6.73 | 0.558 | 0.392 | 4840 | 0.359
4_1_cts | 7.01 | 0.579 | 0.625 | 5030 | 0.382
5_1_grt | 6.97 | 0.579 | 0.640 | 5030 | 0.385
6_report | 7.05 | 0.579 | 0.612 | 5030 | 0.379
==> layout make-up <==
class | count | area (um^2) | area share
multi-input cells | 254 | 1920 | 0.382
inverters | 12 | 47.5 | 0.00946
clock inverters | 7 | 61.3 | 0.0122
flip-flops and latches | 96 | 2400 | 0.478
repair buffers | 34 | 338 | 0.0672
well taps | 108 | 135 | 0.0269
clock buffers | 9 | 124 | 0.0246
==> cell families (layout without fill, tap and decap cells) <==
family / count (synthesis) / in the layout
AND/OR/NAND/NOR: 87 / 87
AND-OR/OR-AND: 107 / 107
buffers and inverters: 22 / 62
multiplexers: 5 / 5
flip-flops: 96 / 96
adder cells (fa/ha/maj): 32 / 32
XOR/XNOR: 23 / 23
==> cell usage after synthesis, types with 3 or more instances <==
master	n	share of area
dfrtp_1	95	0.53
ha_1	31	0.087
a21oi_1	28	0.031
nand2_1	20	0.017
nor2_1	20	0.017
a21o_1	14	0.024
xnor2_1	13	0.026
inv_1	12	0.010
o21ai_0	11	0.012
xor2_1	10	0.020
nand3_1	8	0.0090
a211oi_1	6	0.010
and4_1	5	0.0098
clkbuf_1	5	0.0042
nand4_1	5	0.0070
o211ai_1	5	0.0084
mux2i_1	4	0.0090
nand2b_1	4	0.0056
nor3_1	4	0.0045
o21a_1	4	0.0067
a211o_1	3	0.0059
nor2b_1	3	0.0042
o21a_2	3	0.0059
o21ai_1	3	0.0034
o21bai_1	3	0.0051
No activity file was given, so power comes from the tool's default toggle rates.
