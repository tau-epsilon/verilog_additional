File: config.mk
export PLATFORM = sky130hd
export DESIGN_NAME = simple_risc_proc
export DESIGN_NICKNAME = simple_risc_proc
export VERILOG_FILES = /design/flow/design.v
export SDC_FILE = /design/flow/constraint.sdc
export NUM_CORES = 4
export LEC_CHECK = 1
export CORE_UTILIZATION = 40
File: constraint.sdc
current_design simple_risc_proc

set clk_period 12.6
set clk_io_pct 0.2

create_clock -name clk0 -period $clk_period [get_ports {clk}]

set non_clock_inputs [all_inputs -no_clocks]
set_input_delay [expr $clk_period * $clk_io_pct] -clock clk0 $non_clock_inputs
set_output_delay [expr $clk_period * $clk_io_pct] -clock clk0 [all_outputs]
File: design.v
module simple_risc_proc (
    input clk,              
    input reset,            
    input [15:0] instr,     
    output reg [15:0] result,  
    output reg [15:0] regA,   
    output reg [15:0] regB    
);
    parameter ADD = 4'b0001;
    parameter SUB = 4'b0010;
    parameter MUL = 4'b0011;
    parameter DIV = 4'b0100;
    reg [3:0] opcode;        
    reg [15:0] operand1;     
    reg [15:0] operand2;     
    always @(posedge clk or posedge reset) begin
        if (reset) begin
            regA <= 16'b0;
            regB <= 16'b0;
            result <= 16'b0;
        end else begin
            opcode <= instr[15:12];  
            operand1 <= instr[11:6];  
            operand2 <= instr[5:0];   
            case (opcode)
                ADD: result <= operand1 + operand2;  
                SUB: result <= operand1 - operand2;  
                MUL: result <= operand1 * operand2;  
                DIV: result <= (operand2 != 0) ? operand1 / operand2 : 16'hFFFF;  
                default: result <= 16'h0000;  
            endcase
            regA <= operand1;
            regB <= operand2;
        end
    end
endmodule
File: run.sh
#!/bin/bash
# OpenROAD 26Q1-2900-gdf79404cd8, Yosys 0.63+post, stock flow scripts
make -C /OpenROAD-flow-scripts/flow DESIGN_CONFIG=/design/flow/config.mk WORK_HOME=/design/flow/orfs finish
==> flow_metrics.tcl <==
# yosys + openroad results
set metrics [dict create \
    status "finished, violations left" \
    violations "setup timing" \
    chip_area_um2 21160 \
    syn_inst 1004 \
    hold_buffers 0 \
    netlist_area_um2 8232 \
    clkSinkCount 44 \
    max_slew_margin_pct 61.47 \
    cp_max_fo 7 \
    slew_violations 0 \
    cpMostUsedCell "o21a_1" \
    max_clock_freq_ghz 0.04444 \
    syn-mean-instance-area_um2 8.199 \
    postRouteAntennaNets 0 \
    gp_congestion 0.9232 \
    tightest_slew_ns 0.5779 \
    clk_pin_slew_ns 0.06 \
    critical_path_buf_inv_count 5 \
    yosysWarnings 1 \
    cts_tree "built" \
    worst-endpoint-arrival_ns 22.66 \
    lay_top_count "buf_4" \
    yosys.area.top_type "ha_1" \
    num_vias 9522 \
    rsz0062_at_grt "yes" \
    grt_max_degree 45 \
    pin_count 66 \
    gr-total-overflow 0 \
    hold_class "flop to flop" \
    synth_cell_types 101 \
    fin_cells 1775 \
    setup_tns_ns -32.18 \
    avgViaCountPerCell 5.365 \
    setup_viol 6 \
    fin_util_pct 65.87 \
    dp_hpwl_mm 20.24 \
    cts-root-buf "clkbuf_16" \
    clockBufferDepth 2 \
    antenna_cells 0 \
    cpPeakStageDelay_ns 0.51 \
    ys_sh_aoi_pct 27.94 \
    grt_pass1_wl_mm 44.73 \
    drtIter0Drc 491 \
    grt_pass1_vias 9165 \
    synth_flops 44 \
    antenna_found_initial 0 \
    mostFrequentLayoutCells "449 x buf_4, 93 x ha_1, 81 x nor2_1" \
    placed_cell_area_um2 11740 \
    cts_inserted_buffers 5 \
    cap_violations 0 \
    syn_to_final_growth_pct 61.91 \
    die_x_um 145.5 \
    layout_setup_ws_ns -9.901 \
    drc 0 \
    fp_util_pct 40.68 \
    clk_latency_ns 0.28 \
    m1WireLength_mm 13.49 \
    rows 52 \
    fa_ha_area_share_pct 22.37 \
    skew_ns 0.003827 \
    synth-cells-yosys 1004 \
    top_layer_used "met4" \
    synth.cellmix.simpleShare_pct 21.04 \
    flop_cell "dfrtp_1" \
    final_hold_viol_count 0 \
    period_minus_slack_ns 22.50 \
    endpoint_kind "flop" \
    ys_seq_share_pct 14.35 \
    yosysChipArea_um2 8232 \
    final_area_um2 13330 \
    met2WireLength_mm 12.60 \
    wl_mm 28.07 \
    die_h_um 145.5 \
    cp-start-kind "flop" \
    edf_count 16 \
    hold_slack_ns 0.4336 \
    drive_gt1_share_pct 42.13 \
    warnings 38 \
    top_area_share_pct 17.63 \
    placed_cells 1646 \
    drt_pass1_iterations 5 \
    cp_slowest_cell "or4b_4" \
    io_buffer_count 45 \
    track_usage_pct 26.53 \
    async_reset_ff_share_pct 63.64 \
    cp_top_family "AND-OR/OR-AND gates" \
    critPathKind "flop to flop" \
    netlist_logic_family_top "AND-OR/OR-AND gates" \
    xor_area_share_pct 4.362 \
    coreArea_um2 20230 \
    htreeDepth 2 \
    mux_share_pct 4.378 \
    routedWlPerCell_um 15.82 \
    timing.final.crit_share_pct 178.6 \
    synth.area.top_cells "ha_1 18%, dfrtp_1 8.5%, edfxtp_1 5.8%" \
    route.met3.wl_mm 1.466 \
    worstPathRequired_ns 12.76 \
]
==> cell families (layout without fill, tap and decap cells) <==
| logic type | after synthesis | in the layout |
|---|---|---|
| AND/OR/NAND/NOR | 337 | 337 |
| AND-OR/OR-AND | 321 | 321 |
| adder cells (fa/ha/maj) | 136 | 136 |
| buffers and inverters | 93 | 565 |
| flip-flops | 44 | 44 |
| XOR/XNOR | 41 | 41 |
| multiplexers | 31 | 31 |
| other | 1 | 30 |
==> registers in the layout, indices dropped and copies added (netlist names) <==
name	count
opcode	4
operand1	6
operand2	6
regA	6
regB	6
result	16
==> routing by layer <==
| layer | track usage, % | up-vias |
|---|---|---|
| li1 | - | 4725 |
| met1 | 38.85 | 4482 |
| met2 | 42.76 | 266 |
| met3 | 4.096 | 49 |
| met4 | 4.263 | 0 |
| met5 | 0 | - |
==> worst register-to-register path: cells and delay by family (launching register included) <==
family / cells / cell delay, ns
AND-OR/OR-AND: 53 / 9.29
multiplexers: 4 / 1.13
adder cells (fa/ha/maj): 14 / 3.54
buffers and inverters: 5 / 0.68
AND/OR/NAND/NOR: 48 / 7.38
flip-flops: 1 / 0.39
==> stage by stage <==
| step | setup slack [ns] |
|---|---|
| after floorplan | -10.80 |
| after global placement | -9.591 |
| after detailed placement | -9.967 |
| after CTS | -9.278 |
| after global routing | -10.97 |
| final | -9.901 |
==> cell usage after synthesis, drive strengths merged, types with 13 or more instances <==
cell,count
nor3,48
xor2,17
dfrtp,28
ha,116
a21oi,60
and2,14
mux2,22
fa,19
or3,14
or2,13
nand2,78
buf,28
a21o,30
xnor2,24
o21a,48
nor2,97
o21ai,58
o211ai,23
edfxtp,16
inv,58
==> worst paths after layout <==
path,startpoint,endpoint,slack [ns],cells after the start
max,operand2[0]$_DFFE_PN_,result[0]$_DFF_PP0_,-9.90,124
min,operand1[5]$_DFFE_PN_,regA[5]$_DFF_PP0_,0.43,0
max reg2reg,operand2[0]$_DFFE_PN_,result[0]$_DFF_PP0_,-9.90,124
min reg2reg,operand1[5]$_DFFE_PN_,regA[5]$_DFF_PP0_,0.43,0
max in group asynchronous,reset,result[5]$_DFF_PP0_,9.50,3
min in group asynchronous,reset,regB[4]$_DFF_PP0_,2.71,3
==> layout make-up <==
class | instances | area, µm²
Clock buffer | 5 | 125.1
Clock inverter | 3 | 42.54
Fill cell | 1565 | 6907
Inverter | 59 | 229.0
Multi-Input combinational cell | 896 | 7546
Sequential cell | 44 | 1181
Tap cell | 270 | 337.8
Timing Repair Buffer | 498 | 3866
==> repair_timing <==
action | CTS | global route
pin swaps | 63 | 76
gates resized | 60 | 45
buffers inserted | 87 | 35
endpoints found under the hold margin | 0 | 0
setup endpoints to repair | 6 | 6
