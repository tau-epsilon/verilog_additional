==> design/flow/design.v <==
module led_blink (
    input clk,
    input [1:0] speed,
    output reg led
);
    reg [31:0] counter;
    always @(posedge clk) begin
        counter <= counter + 1;
        case (speed)
            2'b00: led <= counter[23];
            2'b01: led <= counter[25];
            2'b10: led <= counter[27];
            2'b11: led <= counter[29];
        endcase
    end
endmodule
==> design/flow/run.sh <==
#!/bin/bash
# OpenROAD 26Q1-2900-gdf79404cd8, Yosys 0.63+post, stock flow scripts
make -C /OpenROAD-flow-scripts/flow DESIGN_CONFIG=/design/flow/config.mk WORK_HOME=/design/flow/orfs finish
==> design/flow/config.mk <==
export PLATFORM = sky130hd
export DESIGN_NAME = led_blink
export DESIGN_NICKNAME = led_blink
export VERILOG_FILES = /design/flow/design.v
export SDC_FILE = /design/flow/constraint.sdc
export NUM_CORES = 4
export LEC_CHECK = 1
export CORE_AREA = 10 10 90 90
export DIE_AREA = 0 0 100 100
==> design/flow/constraint.sdc <==
current_design led_blink

set clk_period 3.9
set clk_io_pct 0.2

create_clock -name clk0 -period $clk_period [get_ports {clk}]

set non_clock_inputs [all_inputs -no_clocks]
set_input_delay [expr $clk_period * $clk_io_pct] -clock clk0 $non_clock_inputs
set_output_delay [expr $clk_period * $clk_io_pct] -clock clk0 [all_outputs]
==> reports/metrics.cfg <==
[sta]
fin_crit_sh = 0.465
setup_viol = 0
relSlewSlack = 0.628
finalHoldViolations = 0
drv_slew = 0
fin_skew_ns = 0.00878
layout_min_cycle_time_ns = 1.82
worstMarginPinSlew_ns = 0.557
max_freq_ghz = 0.551
setup_slack_ns = 2.08
tns_ns = 0
rsz0062_at_grt = false

[clock_network]
cts-buffers-inserted = 5
clock_path_buffers = 2
cts_htree_levels = 2
postCtsSetupBuffers = 0
cts.repair.resized = 0
cts_tree = done
cts_hold_buf = 0
cts.reportedPaths.clkPinSlew_ns = 0.07
insertion_delay_ns = 0.28
cts-root-buf = clkbuf_8
clock_sinks = 31

[placed_design]
dpl.hpwl_um = 1180
place_congestion = 0.715
port_buffers = 3
dp_slack_ns = 2.02

[logic_synthesis]
synth_cells = 112
yosys_area_mm2 = 0.00122
ys_seq_share = 0.509
yosysWarnings = 1
ys_cells = 112
ys_ff = 31
ys_types = 23
syn_area_mm2 = 0.00122
avgSynthCellArea_um2 = 10.9

[global_route]
grt_pass1_wl_um = 3370
grt.total_usage = 0.0393
grt_max_degree = 11
overflow = 0
grt_pass1_vias = 717
grt_antenna_before_repair = 0

[setup_path]
path_cells = clkdlybuf4s50_1
critical_path.slowest_cell = clkdlybuf4s50_1
worstPathRequired_ns = 3.12
crit_start = led$_DFF_P_
path_class = register to output port
max_stage_delay_ns = 0.45
critPathTopFamily = buffers and inverters
reg2reg_from = counter[2]$_DFF_P_
worst-path-buf-inv = 1
cp_max_fo = 1
critPathArrivalTime_ns = 1.04
startpoint_type = register
r2r_slack_ns = 2.27
cp-end-kind = output port
worstRegToRegCells = 4
crit-reg2reg-capture = counter[19]$_DFF_P_

[detailed_routing]
antenna_left = 0
vias = 763
wl_um = 1790
drtPass1Iterations = 3
drc = 0
antennaDiodeCount = 0
avgViaCountPerCell = 3.85
wl_per_cell_um = 9.04
drt-initial-drc-count = 33

[floorplanning]
core-area_mm2 = 0.00628
fp_util = 0.194
ioPinCount = 4
row_count = 29
die_h_um = 100
die-area_mm2 = 0.0100
die_x_um = 100

[layout]
area_growth_pct = 18.0
fillerInstances = 668
drive_above_1_share = 0.116
area.sequential_um2 = 621
mi_logic_area_um2 = 583
lay_top_count = dfxtp_1
final_cell_mix = dfxtp_1 (31), xnor2_1 (20), nand3_1 (9)

[flow_run]
cap_viol_max_count = 0
warnings = 25

[hold_path]
hp-start = counter[0]$_DFF_P_
whs_endpoint = counter[0]$_DFF_P_
worst_hold_path.num_cells = 1
hold_path_class = register to register

[power]
vdd_drop_max_uv = 169
p_per_area_mw_per_mm2 = 412
leakagePower_nw = 0.514

[run_status]
status = complete, no violations

## cell families (layout without fill, tap and decap cells)
family / count (synthesis) / count (layout) / synth area share
AND/OR/NAND/NOR: 47 / 47 / 0.248
flip-flops: 31 / 31 / 0.509
XOR/XNOR: 28 / 28 / 0.201
buffers and inverters: 4 / 13 / 0.0123
adder cells (fa/ha/maj): 1 / 1 / 0.0103
multiplexers: 1 / 1 / 0.0185
## per-stage QoR
stage / utilization / cells / total power [mW] / cell area (um^2) / hold WS, ns
2_1_floorplan: - / 112 / 0.324 / 1220 / 0.370
3_3_place_gp: 0.213 / 190 / 0.326 / 1340 / 0.384
3_5_place_dp: 0.213 / 190 / 0.326 / 1340 / 0.386
4_1_cts: 0.229 / 198 / 0.601 / 1440 / 0.400
5_1_grt: 0.229 / 198 / 0.619 / 1440 / 0.428
6_report: 0.229 / 198 / 0.593 / 1440 / 0.396
## per-layer routing
metal / up-vias / wire (um) / GRT usage
li1: 402 / - / -
met1: 346 / 1030 / 0.0602
met2: 10 / 631 / 0.0483
met3: 5 / 108 / 0.0187
met4: 0 / 25 / 0.00761
met5: - / 0 / 0
## registers in the layout, summed over array words and instances, names as in the netlist
register and cells:
counter 30, led 1
## cell type report
cell class | instances | share of cell area
Clock buffer | 8 | 0.0696
Multi-Input combinational cell | 77 | 0.406
Tap cell | 77 | 0.0670
Inverter | 2 | 0.00522
Timing Repair Buffer | 3 | 0.0209
Sequential cell | 31 | 0.432
## power breakdown
part / internal, mW / switching [mW]
logic: 0.00211 / 0.000426
clock network: 0.161 / 0.113
registers: 0.317 / 0
## how the worst max path moves through the flow
| stage | to | slack [ns] | depth (start not counted) |
|---|---|---|---|
| after CTS | led | 2.07 | 1 |
| after global routing | led | 2.04 | 1 |
| final | led | 2.08 | 1 |
## Yosys cell counts, drive strengths merged
master | count | area [um^2]
nor2 | 5 | 21.3
xnor2 | 20 | 175
and2 | 6 | 37.5
and3 | 5 | 32.5
clkbuf | 2 | 7.51
nor4 | 2 | 27.5
nand2 | 6 | 22.5
nor3 | 1 | 5.00
dfxtp | 31 | 621
mux4 | 1 | 22.5
and4 | 3 | 27.5
xor2 | 8 | 70.1
ha | 1 | 12.5
nand3 | 9 | 45.0
inv | 2 | 7.51
nand4 | 10 | 83.8
Power figures rest on the tool's default switching activity, not on a simulated workload.
